--- flow/design.v ---
`timescale 1ns / 1ps
module data_control(
    input clk,
    input [11:0] opfun, 
    output reg RegWrite, ALUSrc, AddSub, DataRead, DataWrite,
    output reg [1:0] RegDst, RegInSrc, FnClass, BrType, LogicFn, PCSrc
);
always @(posedge clk) begin
    casez (opfun)
        12'b001111xxxxxx: {RegWrite, RegDst, RegInSrc, ALUSrc, AddSub, LogicFn, FnClass, DataRead, DataWrite, BrType, PCSrc} = 17'b1_00_01_1_x_x_x_0_0_00_00;
        12'b000000100000: {RegWrite, RegDst, RegInSrc, ALUSrc, AddSub, LogicFn, FnClass, DataRead, DataWrite, BrType, PCSrc} = 17'b1_01_01_0_0_10_00_0_0_00_00;
        12'b000000100010: {RegWrite, RegDst, RegInSrc, ALUSrc, AddSub, LogicFn, FnClass, DataRead, DataWrite, BrType, PCSrc} = 17'b1_01_01_0_1_10_00_0_0_00_00;
        12'b000000101010: {RegWrite, RegDst, RegInSrc, ALUSrc, AddSub, LogicFn, FnClass, DataRead, DataWrite, BrType, PCSrc} = 17'b1_01_01_0_1_10_00_0_0_00_00;
        12'b001000xxxxxx: {RegWrite, RegDst, RegInSrc, ALUSrc, AddSub, LogicFn, FnClass, DataRead, DataWrite, BrType, PCSrc} = 17'b1_00_01_1_0_x_x_0_0_00_00;
        12'b001010xxxxxx: {RegWrite, RegDst, RegInSrc, ALUSrc, AddSub, LogicFn, FnClass, DataRead, DataWrite, BrType, PCSrc} = 17'b1_00_01_1_1_x_x_0_0_00_00;
        12'b000000100100: {RegWrite, RegDst, RegInSrc, ALUSrc, AddSub, LogicFn, FnClass, DataRead, DataWrite, BrType, PCSrc} = 17'b1_01_01_0_x_00_11_0_0_00_00;
        12'b000000100101: {RegWrite, RegDst, RegInSrc, ALUSrc, AddSub, LogicFn, FnClass, DataRead, DataWrite, BrType, PCSrc} = 17'b1_01_01_0_x_00_11_0_0_00_00;
        12'b000000100110: {RegWrite, RegDst, RegInSrc, ALUSrc, AddSub, LogicFn, FnClass, DataRead, DataWrite, BrType, PCSrc} = 17'b1_01_01_0_x_00_11_0_0_00_00;
        12'b000000100111: {RegWrite, RegDst, RegInSrc, ALUSrc, AddSub, LogicFn, FnClass, DataRead, DataWrite, BrType, PCSrc} = 17'b1_01_01_0_x_00_11_0_0_00_00;
        12'b001100xxxxxx: {RegWrite, RegDst, RegInSrc, ALUSrc, AddSub, LogicFn, FnClass, DataRead, DataWrite, BrType, PCSrc} = 17'b1_00_01_1_x_10_11_0_0_00_00;
        12'b001101xxxxxx: {RegWrite, RegDst, RegInSrc, ALUSrc, AddSub, LogicFn, FnClass, DataRead, DataWrite, BrType, PCSrc} = 17'b1_00_01_1_x_11_11_0_0_00_00;
        12'b001110xxxxxx: {RegWrite, RegDst, RegInSrc, ALUSrc, AddSub, LogicFn, FnClass, DataRead, DataWrite, BrType, PCSrc} = 17'b1_00_01_1_x_10_11_0_0_00_00;
        12'b100011xxxxxx: {RegWrite, RegDst, RegInSrc, ALUSrc, AddSub, LogicFn, FnClass, DataRead, DataWrite, BrType, PCSrc} = 17'b1_00_01_1_0_10_00_1_0_00_00;
        12'b101011xxxxxx: {RegWrite, RegDst, RegInSrc, ALUSrc, AddSub, LogicFn, FnClass, DataRead, DataWrite, BrType, PCSrc} = 17'b0_x_01_1_0_10_00_0_1_00_00;
        12'b000010xxxxxx: {RegWrite, RegDst, RegInSrc, ALUSrc, AddSub, LogicFn, FnClass, DataRead, DataWrite, BrType, PCSrc} = 17'b0_x_x_x_x_x_x_0_0_00_01;
        12'b000000001000: {RegWrite, RegDst, RegInSrc, ALUSrc, AddSub, LogicFn, FnClass, DataRead, DataWrite, BrType, PCSrc} = 17'b0_x_x_x_x_x_x_0_0_00_01;
        12'b000001xxxxxx: {RegWrite, RegDst, RegInSrc, ALUSrc, AddSub, LogicFn, FnClass, DataRead, DataWrite, BrType, PCSrc} = 17'b0_x_x_x_x_x_x_0_0_11_00;
        12'b000100xxxxxx: {RegWrite, RegDst, RegInSrc, ALUSrc, AddSub, LogicFn, FnClass, DataRead, DataWrite, BrType, PCSrc} = 17'b0_x_x_x_x_x_x_0_0_10_00;
        12'b000101xxxxxx: {RegWrite, RegDst, RegInSrc, ALUSrc, AddSub, LogicFn, FnClass, DataRead, DataWrite, BrType, PCSrc} = 17'b0_x_x_x_x_x_x_0_0_10_00;
        12'b000011xxxxxx: {RegWrite, RegDst, RegInSrc, ALUSrc, AddSub, LogicFn, FnClass, DataRead, DataWrite, BrType, PCSrc} = 17'b1_10_10_x_x_x_x_0_0_00_01;
        12'b000000001100: {RegWrite, RegDst, RegInSrc, ALUSrc, AddSub, LogicFn, FnClass, DataRead, DataWrite, BrType, PCSrc} = 17'b0_x_x_x_x_x_x_0_0_00_11;
        default: {RegWrite, RegDst, RegInSrc, ALUSrc, AddSub, LogicFn, FnClass, DataRead, DataWrite, BrType, PCSrc} = 17'b0_x_x_x_x_x_x_0_0_00_00;
    endcase
end
endmodule
--- flow/run.sh ---
#!/bin/bash
# OpenROAD 26Q1-2900-gdf79404cd8, Yosys 0.63+post, stock flow scripts
make -C /OpenROAD-flow-scripts/flow DESIGN_CONFIG=/design/flow/config.mk WORK_HOME=/design/flow/orfs finish
--- flow/config.mk ---
export PLATFORM = sky130hd
export DESIGN_NAME = data_control
export DESIGN_NICKNAME = data_control
export VERILOG_FILES = /design/flow/design.v
export SDC_FILE = /design/flow/constraint.sdc
export NUM_CORES = 4
export LEC_CHECK = 1
export CORE_AREA = 10 10 74 74
export DIE_AREA = 0 0 84 84
--- flow/constraint.sdc ---
current_design data_control

set clk_period 2.6
set clk_io_pct 0.2

create_clock -name clk0 -period $clk_period [get_ports {clk}]

set non_clock_inputs [all_inputs -no_clocks]
set_input_delay [expr $clk_period * $clk_io_pct] -clock clk0 $non_clock_inputs
set_output_delay [expr $clk_period * $clk_io_pct] -clock clk0 [all_outputs]
==> job_summary.md <==
## Synthesis and layout report

| Metric | Value |
|---|---|
| XOR-XNOR Cells, Area Fraction | 0% |
| # diodes | 0 |
| DR vias/cell | 4.16 |
| Sw power | 0.120 mW |
| CTS resizes | 0 |
| Final Cycle Share | 68.5% |
| Final HPWL DP | 1560 um |
| Largest net degree at the start of global routing | 13 |
| Via count | 665 |
| Fmax | 0.561 GHz |
| Met3 Routed Length | 293 um |
| Peak supply drop | 0.000291 V |
| Pleak | 0.398 nW |
| Max Used Layer | met4 |
| Status | finished clean |
| Top logic family | simple AND/OR/NAND/NOR gates |
| Max-Cap Viols | 0 |
| Total internal power | 0.383 mW |
| Port Buffer Count | 28 |
| Core ar. | 3970 um^2 |
| Worst Setup SP | opfun[7] |
| Synth Register Bits | 15 |
| Most instantiated logic cells after routing | 28 x clkdlybuf4s50_1, 15 x dfxtp_1, 8 x nor2_1 |
| GRT Util Overall | 5.52% |
| YS chip area | a little over 700 um^2 |
| I/O pins | 30 |
| Die height | 84 um |
| EDFF count, synth | 0 |
| Sw Ratio | 23.8% |
| Finished Cell Area | 1090 um^2 |
| Routed met2 length | 920 um |
| Crit. End Element | flip-flop |
| Area Growth Syn to Fin | 50.8% |
| Yosys stat cell total | 82 |
| Reg clk slew, reported paths | about 0.07 ns |
| Total wire length | 1980 um |
| Worst Path Class, Setup | primary input to flip-flop |
| Post-Route Utilization | 27.5% |
| Detailed Routing Iterations Pass 1 | 4 |
| Post-DR wirelength/cell | 12.4 um |
| Most numerous logic cell after layout | clkdlybuf4s50_1 |
| Syn Inst Count | 82 |
| Post-CTS Setup Bufs | 0 |
| Post-DRT Antenna Nets | 0 |
| Top-area cell share | between 40% and 50% |
| Inst Count DP | 156 |
| Floorplan row count | 23 |
| Placed cell areas | approximately 1000 um^2 |
| Die X | 84 um |
| Cell area leaders | dfxtp_1 41%, nor2_1 4.1%, a21oi_1 3.5%, nand2b_1 3.5%, nor3_1 3.5% |
| Syn. warnings | 1 |
| Fa+ha+maj area frac | 0% |
| Hold Path Class | primary input to flip-flop |
| CTS tree | done |
| RSZ-0062 raised after global routing | false |
| Sinks on the clock net | 15 |
| Max clock buf depth | 2 |
| Met1 WL | 765 um |
| Synth Cell Area | between 700 and 800 um^2 |
| Setup crit start kind | primary input |
| Area fraction in compound gates | approximately 16% |
| H-tree lvl count | 1 |
| Die ar. | 7060 um^2 |
| Vias in the first global route | 689 |
| Hold Vio Cnt, Final | 0 |
| FP Util | 18.2% |
| Reg power frac | 47.0% |
| Post-Syn Area per Cell | 8.83 um^2 |
| TritonCTS Buffers | 3 |
| Layout fillers | 438 |
| AND/OR/NAND/NOR Cells, Area Fraction | 35.6% |
| Post-synth top area cell | dfxtp_1 |
| Synth cell types | 36 |
| GPL Wtd Cong | 0.860 |
| GRT Residual Overflow | 0 |
| Pins over their slew limit | 0 |
| Layout cells sized above 1 | 14.5% |
| CTS root buffer | clkbuf_8 |
| Power per cell area | 460 nW/um^2 |
| Combinational share of power | about 15% |
| Layout Cells excl Fill | 160 |
| Hold Worst Slack | 0.926 ns |
| Tool warnings | 25 |
| Min-delay src | opfun[1] |
| Critical Path End | PCSrc[1]$_DFF_P_ |
| CP max FO | 8 |
| Initial antenna violation count | 0 |
| Synth Seq Share | 41.5% |
| Critical Path RT | between 2 and 3 ns |
| Post-synth ARST share | 0% |
| Min Tclk post-route | 1.78 ns |
| Synth mux share | 0% |
| Global-route wire length before repair | 3260 um |
| Worst path arrival time | 1.97 ns |
| Final setup viols | 0 |
| Initial drt markers | 36 |
| Dominant register cell | dfxtp_1 |
| Setup TNS | 0 ns |
| Detailed-route DRC error count | 0 |
| Clock group share of total power | 37.7% |
| Hold Buf Count CTS | 0 |
-- worst max-delay path: stages --
cell and delay [ns]:
clkdlybuf4s50_1 0.55, nor3_2 0.32, nor2b_2 0.26, and2_1 0.17, and3_1 0.16
-- registers in the layout, indices dropped and copies added (netlist names) --
signal and cells:
ALUSrc 1, DataRead 1, RegDst 1, RegInSrc 2
BrType 2, LogicFn 2, DataWrite 1, PCSrc 2
FnClass 1, AddSub 1, RegWrite 1
-- cell families after synthesis --
family                 Yosys count
and+or+nand+nor                 43
AOI/OAI and AO/OA               15
DFF                             15
buffers and inverters            8
other                            1
-- routing by layer --
metal	up-vias	GRT usage (%)
met5	-	0
met4	0	0.304
met3	2	3.74
li1	340	-
met2	31	8.92
met1	292	6.15
-- metrics by stage --
step / setup WS, ns / power (mW)
after floorplan: 1.18 / 0.277
after global placement: 0.594 / 0.318
after global routing: 0.716 / 0.536
after detailed placement: 0.586 / 0.318
final: 0.818 / 0.503
after CTS: 0.835 / 0.509
-- power groups by stage --
stage                 clock network (mW)  registers, mW  logic, mW
after CTS                          0.195          0.237     0.0770
after global routing               0.215          0.237     0.0844
final                              0.189          0.237     0.0768
-- cell usage after synthesis (all sizes together) (2+ instances only) --
master / count
a21oi: 5
and2: 2
and3: 2
buf: 5
clkbuf: 2
dfxtp: 15
nand2: 5
nand2b: 4
nand3: 3
nor2: 8
nor2b: 3
nor3: 6
nor4: 2
o211ai: 2
o21ai: 4
or2: 2
-- how the worst min path moves through the flow --
| stage | endpoint | slack, ns | cells after the start |
|---|---|---|---|
| 5_1_grt | AddSub$_DFF_P_ | 0.93 | 2 |
| 4_1_cts | AddSub$_DFF_P_ | 0.93 | 2 |
| 6_report | AddSub$_DFF_P_ | 0.93 | 2 |
-- cell type report --
class                      count  area [um^2]  share of cell area, %
sequential                    15          300                   27.5
tap                           50         62.6                   5.73
inverter                       1         3.75                  0.344
clock inverter                 1         5.00                  0.458
multi-input combinational     59          377                   34.5
timing repair buffer          31          303                   27.7
clock buffer                   3         41.3                   3.78
Power is estimated from default activity; no workload was simulated.
